===== flow/config.mk =====
export PLATFORM = sky130hd
export DESIGN_NAME = fp_max
export DESIGN_NICKNAME = fp_max
export VERILOG_FILES = /design/flow/design.v
export SDC_FILE = /design/flow/constraint.sdc
export NUM_CORES = 4
export LEC_CHECK = 1
export CORE_UTILIZATION = 30

===== flow/constraint.sdc =====
current_design fp_max

set clk_period 26.7
set clk_io_pct 0.2

create_clock -name clk0 -period $clk_period

set non_clock_inputs [all_inputs -no_clocks]
set_input_delay [expr $clk_period * $clk_io_pct] -clock clk0 $non_clock_inputs
set_output_delay [expr $clk_period * $clk_io_pct] -clock clk0 [all_outputs]

===== flow/design.v =====
`timescale 1ns / 1ps
module fp_max (
    input [63:0] fp_max_in_data1,      
    input [63:0] fp_max_in_data2,      
    input [64:0] fp_max_in_ext1,       
    input [64:0] fp_max_in_ext2,       
    input [1:0]  fp_max_in_fmt,        
    input [2:0]  fp_max_in_rm,         
    input [9:0]  fp_max_in_class1,     
    input [9:0]  fp_max_in_class2,     
    output reg [63:0] fp_max_out_result_out,  
    output reg [4:0]  fp_max_out_flags_out    
);
  reg [63:0] data1, data2;       
  reg [64:0] extend1, extend2;   
  reg [1:0]  fmt;                
  reg [2:0]  rm;                 
  reg [9:0]  class1, class2;     
  reg [63:0] nan;                
  reg comp;                      
  reg [63:0] result;             
  reg [4:0]  flags;              
  always @(*) begin
    data1   = fp_max_in_data1;
    data2   = fp_max_in_data2;
    extend1 = fp_max_in_ext1;
    extend2 = fp_max_in_ext2;
    fmt     = fp_max_in_fmt;
    rm      = fp_max_in_rm;
    class1  = fp_max_in_class1;
    class2  = fp_max_in_class2;
    nan    = 64'h7ff8000000000000;   
    comp   = 0;
    result = 0;
    flags  = 0;
    if (fmt == 0) begin
      nan = 64'h000000007fc00000;
    end
    if (extend1[63:0] > extend2[63:0]) begin
      comp = 1;
    end
    if (rm == 0) begin : FMIN_CASE
      if ((class1[8] & class2[8]) == 1) begin
        result   = nan;      
        flags[4] = 1;        
      end else if (class1[8] == 1) begin
        result   = data2;    
        flags[4] = 1;
      end else if (class2[8] == 1) begin
        result   = data1;    
        flags[4] = 1;
      end else if ((class1[9] & class2[9]) == 1) begin
        result = nan;        
      end else if (class1[9] == 1) begin
        result = data2;      
      end else if (class2[9] == 1) begin
        result = data1;      
      end else if ((extend1[64] ^ extend2[64]) == 1) begin
        if (extend1[64] == 1) result = data1;
        else                  result = data2;
      end else begin
        if (extend1[64] == 1) begin
          if (comp == 1) result = data1;
          else           result = data2;
        end else begin
          if (comp == 0) result = data1;
          else           result = data2;
        end
      end
    end else if (rm == 1) begin : FMAX_CASE
      if ((class1[8] & class2[8]) == 1) begin
        result   = nan;      
        flags[4] = 1;
      end else if (class1[8] == 1) begin
        result   = data2;    
        flags[4] = 1;
      end else if (class2[8] == 1) begin
        result   = data1;    
        flags[4] = 1;
      end else if ((class1[9] & class2[9]) == 1) begin
        result = nan;        
      end else if (class1[9] == 1) begin
        result = data2;      
      end else if (class2[9] == 1) begin
        result = data1;      
      end else if ((extend1[64] ^ extend2[64]) == 1) begin
        if (extend1[64] == 1) result = data2;
        else                  result = data1;
      end else begin
        if (extend1[64] == 1) begin
          if (comp == 1) result = data2;
          else           result = data1;
        end else begin
          if (comp == 0) result = data2;
          else           result = data1;
        end
      end
    end
    fp_max_out_result_out = result;
    fp_max_out_flags_out  = flags;
  end
endmodule

===== flow/run.sh =====
#!/bin/bash
# OpenROAD 26Q1-2900-gdf79404cd8, Yosys 0.63+post, stock flow scripts
make -C /OpenROAD-flow-scripts/flow DESIGN_CONFIG=/design/flow/config.mk WORK_HOME=/design/flow/orfs finish

==> results.txt <==
run metrics: run status completed, dominant cell type by area after synthesis sky130_fd_sc_hd__a221oi_1, WP data arrival 10.73 ns, buffers inserted during post-CTS setup optimization 0, count of port buffers added during placement about 330, leak pwr between 3 and 4 nW, largest stage delay on the critical path just under 0.6 ns, flop count 0, proportion of layout cells with a drive suffix above 1 0.0175, accumulated negative setup slack 0 ns, buffer and inverter count on the worst path 5, logic gate share of total power 1.000, sequential fraction of the synthesis area 0, Area contributors post-synth sky130_fd_sc_hd__a221oi_1, sky130_fd_sc_hd__ha_1, sky130_fd_sc_hd__mux2i_1, placeable core region 0.0180 mm2, clkbuf count 0, post-layout utilization of the core 0.495, Crit path max-delay family buffers and inverters, reported net switching power between 0.00006 and 0.00007 W, period utilisation layout 0.602, area grow syn2layout 60.9%, WP depth 15, part of the power in the clock network 0, post-cts resize count 0, vertical die size between 100 and 150 um, final routed DRC violation total 0, last element of the critical path fp_max_out_result_out[1], total cells reported by yosys after synthesis 873, share of total power in sequential cells 0, Req. time, crit path around 21 ns, x dimension of the die 138 um, Worst IR Drop VDD ~0.0090 mV, post-synthesis cell type with the largest instance count sky130_fd_sc_hd__inv_1, Warnings, synthesis 1, detailed-route wire length per cell about 16 um, overall track demand over capacity in global routing 0.224, critical-path cell with the highest stage delay sky130_fd_sc_hd__nor4_1, via density per instance roughly 5.5, Die Footprint 0.0190 mm2, max-slew violation count 0, number of iterations in the first detailed-routing pass 5, Worst setup SP type primary input, top cells by count, synth sky130_fd_sc_hd__inv_1, sky130_fd_sc_hd__a221oi_1, sky130_fd_sc_hd__nor2_1, critical path fanouts, max 31, hold buffers post-CTS 0, power density over the cells between 15 and 20 mW/mm2, total vias in the final route roughly 7.5k, GRT overflow 0, initial DRC count between 400 and 500, via count of the first global-routing pass approximately 6.4k, number of warnings the tools reported around 48, RSZ-0062 raised after global routing false, WL final 22600 um, number of top-level pins 352, Worst Setup Path Type primary input to primary output, Max-Cap Viols 0, upper clock frequency limit around 62 MHz, Rel. slew slack 0.459, Flop area 0 um2, HPWL after detailed placement 17400 um, number of hold violations in the final report 0, number of antenna violations at the first check in global routing 4, fraction of the core area occupied by cells at floorplan 0.307, crit path launch fp_max_in_ext2[61], cell count after synthesis between 800 and 900, Avg Cell Area, Syn about 6.3 um2, kind of end point of the critical path primary output, Largest type area fraction 0.236, antenna-violating nets left 0, Unique cell types 34, Filler cells about 1.8k, routability congestion estimate from global placement approximately 0.91, floorplan row count 49, Cell Int Power 0.0000812 W, first-pass GRT wire length between 30000 and 40000 um, clock period minus worst slack 16.07 ns, Critical Path, Cell by Cell clkdlybuf4s50_1, inv_1, ha_1, nand4_1, nor4_1, nand2_1, o311ai_0, o21ai_1, mux2i_1, xnor2_4, buf_4, buf_4, mux2i_1, a221oi_1, clkdlybuf4s50_1, post-synthesis instance area 0.00554 mm2, chip area estimate from yosys synthesis roughly 0.0055 mm2, start point of the worst hold path fp_max_in_class1[8], pin count of the biggest net entering global routing 91, fraction of power spent switching nets 0.441, worst hold path type primary input to primary output, transition time at the pin with the least slew margin 0.811 ns, setup violators final 0
## stage by stage
stage / power (W) / setup slack, ns / instance area, um2 / std cells / hold slack [ns]
finish: 0.000145 / 10.63 / 8920 / 1374 / 11.53
floorplan: 0.0000756 / 13.38 / 5550 / 876 / 10.75
global route: 0.000161 / 10.29 / 8920 / 1374 / 11.57
global placement: 0.000144 / 10.66 / 8910 / 1372 / 11.53
CTS: 0.000146 / 10.60 / 8910 / 1372 / 11.53
detailed placement: 0.000145 / 10.63 / 8910 / 1372 / 11.53
## cell type report
cell class | count | area [um2] | area share
Inverter | 152 | 571 | 0.0640
Tap cell | 229 | 287 | 0.0321
Timing Repair Buffer | 345 | 3410 | 0.382
Antenna cell | 2 | 5.00 | 0.000561
Multi-Input combinational cell | 646 | 4650 | 0.521
## tightest hold or removal path, cell delays in order
cell	delay (ns)
sky130_fd_sc_hd__buf_4	0.30
sky130_fd_sc_hd__a221oi_1	0.13
sky130_fd_sc_hd__clkdlybuf4s50_1	0.40
## layer usage
| metal | track usage | wire length, um | vias up |
|---|---|---|---|
| met5 | 0 | 23 | - |
| met4 | 0.0435 | 498 | 4 |
| met3 | 0.0350 | 1890 | 30 |
| met2 | 0.394 | 11100 | 283 |
| met1 | 0.287 | 9100 | 3420 |
| li1 | - | - | 3785 |
## cell usage in the layout (no fill, tap or decap), drive strengths merged, types with 2 or more instances in the layout
cell,count
clkdlybuf4s50,328
inv,152
a221oi,149
nor2,98
a21oi,76
mux2i,65
ha,64
o21ai,50
nand2b,44
o22ai,21
buf,17
nand4,15
nand2,14
nand3,11
nor3,7
a21o,6
nor4,5
conb,4
a221o,3
a211oi,3
diode,2
o31ai,2
## kinds of logic after synthesis
| group | share of synthesized area |
|---|---|
| adders and majority gates | 0.145 |
| xor gates and xnor gates | 0.00497 |
| AOI/OAI and AO/OA | 0.396 |
| other | 0.000677 |
| muxes | 0.117 |
| and+or+nand+nor | 0.172 |
| buffers and inverters | 0.164 |
## how the worst min path moves through the flow
stage | cells after the start | end
finish | 3 | fp_max_out_result_out[46]
global route | 3 | fp_max_out_result_out[4]
CTS | 3 | fp_max_out_result_out[46]
## power by group through the flow
stage	combinational, W	clock [W]	sequential [W]
6_report	0.000145	0.0000000000100	0
4_1_cts	0.000146	0	0
5_1_grt	0.000161	0.0000000000100	0
No activity file was given, so power comes from the tool's default toggle rates.
